<file path="./run.sh">
#!/bin/bash
# OpenROAD 26Q1-2900-gdf79404cd8, Yosys 0.63+post, stock flow scripts
make -C /OpenROAD-flow-scripts/flow DESIGN_CONFIG=/design/flow/config.mk WORK_HOME=/design/flow/orfs finish
</file>
<file path="./config.mk">
export PLATFORM = sky130hd
export DESIGN_NAME = preg
export DESIGN_NICKNAME = preg
export VERILOG_FILES = /design/flow/design.v
export SDC_FILE = /design/flow/constraint.sdc
export NUM_CORES = 4
export LEC_CHECK = 1
export CORE_AREA = 10 10 70 70
export DIE_AREA = 0 0 80 80
</file>
<file path="./constraint.sdc">
current_design preg

set clk_period 1.0
set clk_io_pct 0.2

create_clock -name clk0 -period $clk_period [get_ports {clock}]

set non_clock_inputs [all_inputs -no_clocks]
set_input_delay [expr $clk_period * $clk_io_pct] -clock clk0 $non_clock_inputs
set_output_delay [expr $clk_period * $clk_io_pct] -clock clk0 [all_outputs]
</file>
<file path="./design.v">
module cenrreg(out, in, enable, reset, resetval, clock);
parameter width = 8;
output [width-1:0] out;
reg [width-1:0] out;
input [width-1:0] in;
input enable;
input reset;
input [width-1:0] resetval;
input clock;
always @(posedge clock)
begin
    if (reset)
        out <= resetval;
    else if (enable)
        out <= in;
end
endmodule
module preg(out, in, stall, bubble, bubbleval, clock);
parameter width = 8;
output [width-1:0] out;
input [width-1:0] in;
input stall, bubble;
input [width-1:0] bubbleval;
input clock;
cenrreg #(width) r(out, in, ~stall, bubble, bubbleval, clock);
endmodule
module reg_data(dstE, valE, dstM, valM, srcA, valA, srcB, valB, clock, 
rax, rcx, rdx, rbx, rsp, rbp, rsi, rdi, r8, r9, r10, r11, r12, r13, r14);
input [3:0] dstE;
input [63:0] valE;
input [3:0] dstM;
input [63:0] valM;
input [3:0] srcA;
output [63:0] valA;
input [3:0] srcB;
output [63:0] valB;
input clock;
output [63:0] rax, rcx, rdx, rbx, rsp, rbp, rsi, rdi, r8, r9, r10, r11, r12, r13, r14;
wire [63:0] rax_dat, rcx_dat, rdx_dat, rbx_dat, rsp_dat, rbp_dat, rsi_dat, rdi_dat, r8_dat, 
r9_dat, r10_dat, r11_dat, r12_dat, r13_dat, r14_dat;
wire rax_wrt, rcx_wrt, rdx_wrt, rbx_wrt, rsp_wrt, rbp_wrt, rsi_wrt, rdi_wrt, r8_wrt, r9_wrt, 
r10_wrt, r11_wrt, r12_wrt, r13_wrt, r14_wrt;
cenrreg #(64) rax_reg(rax, rax_dat, rax_wrt, 1'b0, 64'b0, clock);
cenrreg #(64) rcx_reg(rcx, rcx_dat, rcx_wrt, 1'b0, 64'b0, clock);
cenrreg #(64) rdx_reg(rdx, rdx_dat, rdx_wrt, 1'b0, 64'b0, clock);
cenrreg #(64) rbx_reg(rbx, rbx_dat, rbx_wrt, 1'b0, 64'b0, clock);
cenrreg #(64) rsp_reg(rsp, rsp_dat, rsp_wrt, 1'b0, 64'b0, clock);
cenrreg #(64) rbp_reg(rbp, rbp_dat, rbp_wrt, 1'b0, 64'b0, clock);
cenrreg #(64) rsi_reg(rsi, rsi_dat, rsi_wrt, 1'b0, 64'b0, clock);
cenrreg #(64) rdi_reg(rdi, rdi_dat, rdi_wrt, 1'b0, 64'b0, clock);
cenrreg #(64) r8_reg(r8, r8_dat, r8_wrt, 1'b0, 64'b0, clock);
cenrreg #(64) r9_reg(r9, r9_dat, r9_wrt, 1'b0, 64'b0, clock);
cenrreg #(64) r10_reg(r10, r10_dat, r10_wrt, 1'b0, 64'b0, clock);
cenrreg #(64) r11_reg(r11, r11_dat, r11_wrt, 1'b0, 64'b0, clock);
cenrreg #(64) r12_reg(r12, r12_dat, r12_wrt, 1'b0, 64'b0, clock);
cenrreg #(64) r13_reg(r13, r13_dat, r13_wrt, 1'b0, 64'b0, clock);
cenrreg #(64) r14_reg(r14, r14_dat, r14_wrt, 1'b0, 64'b0, clock);
assign valA =
srcA == 4'h0 ? rax :
srcA == 4'h1 ? rcx :
srcA == 4'h2 ? rdx :
srcA == 4'h3 ? rbx :
srcA == 4'h4 ? rsp :
srcA == 4'h5 ? rbp :
srcA == 4'h6 ? rsi :
srcA == 4'h7 ? rdi :
srcA == 4'h8 ? r8 :
srcA == 4'h9 ? r9 :
srcA == 4'hA ? r10 :
srcA == 4'hB ? r11 :
srcA == 4'hC ? r12 :
srcA == 4'hD ? r13 :
srcA == 4'hE ? r14 :
0;
assign valB =
srcB == 4'h0 ? rax :
srcB == 4'h1 ? rcx :
srcB == 4'h2 ? rdx :
srcB == 4'h3 ? rbx :
srcB == 4'h4 ? rsp :
srcB == 4'h5 ? rbp :
srcB == 4'h6 ? rsi :
srcB == 4'h7 ? rdi :
srcB == 4'h8 ? r8 :
srcB == 4'h9 ? r9 :
srcB == 4'hA ? r10 :
srcB == 4'hB ? r11 :
srcB == 4'hC ? r12 :
srcB == 4'hD ? r13 :
srcB == 4'hE ? r14 :
0;
assign rax_dat = dstM == 4'h0 ? valM : valE;
assign rcx_dat = dstM == 4'h1 ? valM : valE;
assign rdx_dat = dstM == 4'h2 ? valM : valE;
assign rbx_dat = dstM == 4'h3 ? valM : valE;
assign rsp_dat = dstM == 4'h4 ? valM : valE;
assign rbp_dat = dstM == 4'h5 ? valM : valE;
assign rsi_dat = dstM == 4'h6 ? valM : valE;
assign rdi_dat = dstM == 4'h7 ? valM : valE;
assign r8_dat = dstM == 4'h8 ? valM : valE;
assign r9_dat = dstM == 4'h9 ? valM : valE;
assign r10_dat = dstM == 4'hA ? valM : valE;
assign r11_dat = dstM == 4'hB ? valM : valE;
assign r12_dat = dstM == 4'hC ? valM : valE;
assign r13_dat = dstM == 4'hD ? valM : valE;
assign r14_dat = dstM == 4'hE ? valM : valE;
assign rax_wrt = dstM == 4'h0 | dstE == 4'h0;
assign rcx_wrt = dstM == 4'h1 | dstE == 4'h1;
assign rdx_wrt = dstM == 4'h2 | dstE == 4'h2;
assign rbx_wrt = dstM == 4'h3 | dstE == 4'h3;
assign rsp_wrt = dstM == 4'h4 | dstE == 4'h4;
assign rbp_wrt = dstM == 4'h5 | dstE == 4'h5;
assign rsi_wrt = dstM == 4'h6 | dstE == 4'h6;
assign rdi_wrt = dstM == 4'h7 | dstE == 4'h7;
assign r8_wrt = dstM == 4'h8 | dstE == 4'h8;
assign r9_wrt = dstM == 4'h9 | dstE == 4'h9;
assign r10_wrt = dstM == 4'hA | dstE == 4'hA;
assign r11_wrt = dstM == 4'hB | dstE == 4'hB;
assign r12_wrt = dstM == 4'hC | dstE == 4'hC;
assign r13_wrt = dstM == 4'hD | dstE == 4'hD;
assign r14_wrt = dstM == 4'hE | dstE == 4'hE;
endmodule
module cc(cc, new_cc, set_cc, clock);
output[2:0] cc;
input [2:0] new_cc;
input set_cc;
input clock;
cenrreg #(3) c(cc, new_cc, set_cc, 1'b0, 3'b100, clock);
endmodule
</file>
==> results.txt <==
Results of the run.

The number of enable flip-flop cells is 8. Cells with a size suffix above 1 make up 44.9% of the layout. Ranked by total cell area, the synthesized netlist is headed by edfxtp_1 64%, mux2_4 32%, buf_6 3.0%. The number of antenna repair diodes is 0. STA puts the critical path data required time at 0.80 ns.

The depth of the CTS H-tree is 1. The global-route usage over all layers is 3.09%. The floorplan die height is 80 um.

Per the layout area report, the combinational gate area comes to 126 um^2. The maximum fanout along the worst path is 1. Setup repair after global routing left no endpoint under its margin.

The endpoint kind of the worst setup timing path is an output pin. During placement, the flow inserted port buffers numbering 26. The number of hold buffers added after CTS is 0. Yosys reports that the most numerous cell types are 8 x edfxtp_1, 8 x mux2_4, 1 x buf_6, 1 x nand2b_1. The initial DRC count is 3.

The post-synthesis area per instance is 21.0 um^2. The async set-reset flop share out of synthesis is 0%. The flow ran to the end, and the final reports show no timing, DRC or antenna violations. The tree built by TritonCTS fans out to 8 sinks. The worst-case setup margin in the final layout is 0.0601 ns.

The maximum number of pins on one net before global-route repair is 9. Summed over all instances, the cell type with the most area after synthesis is edfxtp_1. The final critical path takes up 94.0% of the cycle. The starting density of the core is 11.1%. Looking at the critical path, the single cell with the biggest stage delay is edfxtp_1. OpenROAD emitted warnings numbering 25. The wire length of the first global-routing pass is 1540 um.

The register with the most flip-flops in the layout has 8 of them. Per the post-place timing report, worst setup slack is -0.402 ns. r.out holds more flip-flops than any other register. TritonCTS built the clock tree. The first TritonRoute pass finished after 3 iterations. The script extracted a total leakage power of 0.285 nW. In this run the tightest slew margin relative to its limit is 92.8%.

The final-report hold violation count is 0. For this block, the routed nets add up to 1030 um of wire. For this run, the chip area from Yosys synthesis comes to 378 um^2.

The I/O pin count is 27. The number of vias in the routed layout is 265. The warning count from the yosys run is 1. The highest ir drop seen on vdd is 0.000309 V. Subtracting the final worst setup slack from the clock period gives 0.940 ns. After synthesis the netlist holds a flip-flop and latch count of 8.

The transition time at the pin with the least slew margin is 0.108 ns. Of the post-synthesis cell area, the dominant cell type holds 63.6%. The die is 80 um wide. Per the post-run analysis, buffers plus inverters along the critical path come to 1. TritonCTS created 3 clock buffers. The biggest cell delay along the critical path is 0.37 ns. The area of the mapped netlist is 378 um^2. The startpoint type of the worst setup path is a flip-flop. The synthesized instance count is 18. The type of the most critical hold path is in2reg.

The storage element area is 240 um^2. The number of distinct library cell variants in the gate-level netlist after synthesis is 4. The clock-pin slew of the registers on the worst-case setup and hold paths is 0.05 ns. The root cell of the clock tree is clkbuf_4.

The final timing report counts setup violations totalling 0. Broken down by cell family, the worst path's largest delay share belongs to flip-flops. The growth of design area from synthesis to finish is 85.1%. The max-cap check violation count is 0. The critical path in this run is classified as reg2out.

The detailed-route wire length per cell is 10.9 um. The most common flop cell mapped by yosys is edfxtp_1. The worst-case clock buffer depth is 2. The achievable frequency is 1060 MHz. The vias per cell is 2.79.

Row generation in the floorplan step produced 21 rows. Per the Yosys statistics, synthesis produced 18 cells. The final layout report lists a filler cell count of 388.

The core region area is 0.00342 mm^2. Walking the worst path, the cells encountered are buf_2. The final weighted congestion recorded by global placement is 0.698.

The number of antenna violations at the first check in global routing is 0. The floorplan die area is 0.00640 mm^2. Across all hold checks on the routed design, the worst slack comes to 0.574 ns. Per the summary, power density relative to cell area is 1190 mW/mm^2.

The detailed-route DRC error count is 0. The number of global-route vias before repair is 331. The largest registers in the layout are r.out x8.

The antenna violation net count after detailed routing is 0. Per the GRT congestion report, total overflow comes to 0. STA puts the critical path data arrival time at 0.74 ns. Of the synthesized area, sequential elements account for 63.6%. The number of pins exceeding their max-slew limit in the final report is 0.
==> per-stage QoR <==
stage | setup TNS (ns) | utilization [%] | cell area [um^2] | instances | total power, mW
finish | 0 | 20.5 | 699 | 95 | 0.830
global route | 0 | 20.5 | 699 | 95 | 0.877
CTS | 0 | 20.5 | 699 | 95 | 0.849
detailed placement | -6.27 | 20.7 | 707 | 92 | 0.640
global placement | -6.11 | 20.7 | 707 | 92 | 0.637
floorplan | 0 | - | 378 | 18 | 0.476
==> cell usage in the layout, fill, tap and decap left out <==
cell type        count
clkdlybuf4s50_1     17
mux2_4               8
buf_2                8
edfxtp_1             8
clkbuf_4             3
buf_6                3
nand2b_1             1
dlygate4sd2_1        1
==> power breakdown <==
group / total [mW] / switching [mW] / leakage [nW] / internal (mW)
clock: 0.233 / 0.0963 / 0.0138 / 0.136
sequential: 0.422 / 0.00935 / 0.0815 / 0.413
combinational: 0.175 / 0.0438 / 0.189 / 0.131
==> layer usage <==
layer  wire length [um]  vias to the layer above  part of all wire, %  GRT usage [%]
li1                   -                      132                    -              -
met1                669                      101                   65           5.40
met2                245                       30                   24           2.57
met3                 82                        2                  8.0           1.36
met4                 34                        0                  3.3           1.58
met5                  0                        -                    0              0
==> layout make-up <==
class                           count  share of cell area, %
Clock buffer                        3                   3.22
Timing Repair Buffer               29                   36.1
Multi-Input combinational cell      9                   18.1
Tap cell                           46                   8.23
Sequential cell                     8                   34.3
==> cell families after synthesis <==
logic type	Yosys count	synth area share, %
AND/OR/NAND/NOR	1	1.66
flip-flops	8	63.6
multiplexers	8	31.8
buffers and inverters	1	2.98
==> what timing repair did <==
| action | 4_1_cts | 5_1_grt |
|---|---|---|
| setup endpoints to repair | 24 | 0 |
| gates resized | 29 | 0 |
| setup buffers | 0 | 0 |
| hold endpoints to repair | 0 | 0 |
==> path summary, 6_finish.rpt <==
| path | slack [ns] | depth (start not counted) | startpoint | to |
|---|---|---|---|---|
| max | 0.06 | 1 | r.out[7] | out[7] |
| min | 0.57 | 3 | bubble | r.out[3] |
Power and IR drop assume default switching activity.
